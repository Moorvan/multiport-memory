==> ./design.v <==
module Memory(
  input        clock,
  input        reset,
  input  [9:0] io_rdAddr,
  output [7:0] io_rdData,
  input        io_wrEna,
  input  [7:0] io_wrData,
  input  [9:0] io_wrAddr
);
  reg [7:0] mem [0:1023];  
  wire [7:0] mem_io_rdData_MPORT_data;  
  wire [9:0] mem_io_rdData_MPORT_addr;  
  wire [7:0] mem_MPORT_data;  
  wire [9:0] mem_MPORT_addr;  
  wire  mem_MPORT_mask;  
  wire  mem_MPORT_en;  
  reg [9:0] mem_io_rdData_MPORT_addr_pipe_0;
      assign mem_io_rdData_MPORT_addr = mem_io_rdData_MPORT_addr_pipe_0;
  assign mem_io_rdData_MPORT_data = mem[mem_io_rdData_MPORT_addr];  
  assign mem_MPORT_data = io_wrData;
  assign mem_MPORT_addr = io_wrAddr;
  assign mem_MPORT_mask = 1'h1;
  assign mem_MPORT_en = io_wrEna;
  assign io_rdData = mem_io_rdData_MPORT_data;  
  always @(posedge clock) begin
    if(mem_MPORT_en & mem_MPORT_mask) begin
      mem[mem_MPORT_addr] <= mem_MPORT_data;  
    end
    mem_io_rdData_MPORT_addr_pipe_0 <= io_rdAddr;
  end
endmodule
==> ./run.sh <==
#!/bin/bash
# OpenROAD 26Q1-2900-gdf79404cd8, Yosys 0.63+post, stock flow scripts
make -C /OpenROAD-flow-scripts/flow DESIGN_CONFIG=/design/flow/config.mk WORK_HOME=/design/flow/orfs finish
==> ./config.mk <==
export PLATFORM = sky130hd
export DESIGN_NAME = Memory
export DESIGN_NICKNAME = Memory
export VERILOG_FILES = /design/flow/design.v
export SDC_FILE = /design/flow/constraint.sdc
export NUM_CORES = 4
export LEC_CHECK = 1
export CORE_UTILIZATION = 30
export SYNTH_MEMORY_MAX_BITS = 65536
==> ./constraint.sdc <==
current_design Memory

set clk_period 177.7
set clk_io_pct 0.2

create_clock -name clk0 -period $clk_period [get_ports {clock}]

set non_clock_inputs [all_inputs -no_clocks]
set_input_delay [expr $clk_period * $clk_io_pct] -clock clk0 $non_clock_inputs
set_output_delay [expr $clk_period * $clk_io_pct] -clock clk0 [all_outputs]
==> out/summary.txt <==
Crit path launch type = flop
Max reg flops = 8192
Min Clock Period, post-route = 46.25 ns
Mean Syn Cell Area = 21.0 um2
CTS tree = done
Worst slew margin = 4.53%
First-pass detailed-route iteration total = 6
Mux cell area share = 15.1%
Max clock buf depth = 4
Worst path buffer plus inverter count = 11
Critical-path top delay cell = dfxtp_4
Initial Util = 30.1%
Power Dens Cells = 11.0 nW/um2
Final setup violation count = 0
Status = finished clean
Peak Freq = 21.6 MHz
First-pass GRT wire length = 1280000 um
Largest net degree at the start of global routing = 136
Yosys warnings = 1
Placer Congestion = 0.913
Cell count after synthesis = 15200
Most used cell, CP = buf_4
Overflow after GRT = 0
Critical-path maximum fanout = 37
Yosys adder share = 0%
Yosys Instances = 15200
Routed WL per cell = 29.7 um
Area share, top type = 77.1%
Largest regs = mem: 8192 flops
Final slew viol count = 0
Simple Share, Synth = 2.36%
Max-cap check violation count = 0
Setup crit end kind = output port
Layout cells sized above 1 = 22.0%
CTS Hold Bufs = 0
Synth area leader = edfxtp_1
Die area = 1070000 um2
Io pins = 39
Clock root buffer = clkbuf_16
Worst path top cell family by delay = buffers and inverters
Initial antenna violation count = 88
YS chip area = 319000 um2
Layout Cells excl Fill = 30700
Post-CTS resize count = 0
CTS H-tree lvls = 6
Ys async rst share = 0%
WP data required = 142.16 ns
Worst hold slack = 34.80 ns
Port bufs = 37
Static leakage = 111 nW
Routed vias = 157000
Gr usage total = 18.1%
Sw power = 0.870 mW
Die Y-Extent = 1030 um
Net Sw Frac = 21.8%
Critical path class = flop to output port
RSZ-0062 raised after global routing = false
Core region area = 1060000 um2
Seq share, synth = 77.2%
Final ANT Viol Nets = 0
VDD IR-drop max = 0.0000123 V
Sequential power share = 53.4%
TritonCTS Sinks = 8202
Hold Violations, Final = 0
TritonCTS buffer count = 809
Number of vias per cell = 5.11
Total wire length = 912000 um
Clk network pwr share = 41.6%
Top cells by area = edfxtp_1 (77%), mux4_2 (11%), mux2i_1 (3.3%), nor2_1 (1.3%), o221ai_1 (0.80%)
Setup TNS = 0 ns
Top non-seq family = multiplexers
XOR-XNOR Cells, Area Fraction = 0%
Number of global-route vias before repair = 169000
Postcts setup bufs = 0
Comb pwr share = 5.0%
Yosys cell types = 81
Most common reg cell = edfxtp_1
Int Power = 3.12 mW
Die Wd = 1030 um
Largest register by flop count = mem
Num rows = 378
Worst Path Arrival = 10.71 ns
Register clock-pin slew on the reported worst setup and hold paths = 0.06 ns
Final Cycle Share = 26.0%
Tool warnings = 47
Area Overhead vs Synth = 13.9%
Total placed cells including tap cells = 29100
Initial drt markers = 10900
Aoi share = 3.37%
Hold Crit Class = input pin to flop
Area of the mapped netlist = 319000 um2
Crit-path max cell delay = 0.79 ns
Flip-flops with a built-in enable = 8192
DRC = 0
Critical path, cell by cell = buf_4 > buf_4 > buf_4 > buf_4 > buf_4 > buf_4 > buf_4 > buf_4 > buf_4 > mux2i_1 > o221ai_1 > a21oi_1 > o21ai_0 > buf_4 > o2111ai_1 > or3_1 > o22ai_1 > or4_1 > clkdlybuf4s50_1
DPL Wire Length = 577000 um
Synth flops = 8202
Slew of the pin with the lowest slew margin = 1.43 ns
==> placed cells by master (no fill, tap or decap), types with 173 or more instances in the layout <==
cell type / count
clkbuf_16: 813
a22oi_1: 246
edfxtp_1: 8192
buf_4: 716
mux2i_1: 1041
o22ai_1: 218
mux4_2: 1565
nor2_1: 1119
o221ai_1: 292
clkbuf_1: 204
a21oi_1: 256
nand2_1: 173
clkinv_1: 208
==> logic make-up (layout without fill, tap and decap cells) <==
logic type | Yosys count | count (layout)
buffers and inverters | 1011 | 2274
AND/OR/NAND/NOR | 1753 | 1753
AND-OR/OR-AND | 1506 | 1506
other | 0 | 127
flip-flops | 8202 | 8202
multiplexers | 2758 | 2758
==> worst paths after layout <==
check | start | to | slack, ns | depth (start not counted)
worst max-delay path | flop | io_rdData[4] | 131.45 | 19
worst min-delay path | io_wrData[6] | mem[634][6] | 34.80 | 1
==> synth_stat cells, types with 124 or more instances <==
cell / n
a21oi_1: 256
a22oi_1: 246
buf_2: 170
buf_4: 130
buf_6: 159
clkbuf_1: 388
edfxtp_1: 8192
mux2i_1: 1041
mux4_2: 1565
nand2_1: 181
nor2_1: 1133
nor3_1: 133
o21ai_0: 124
o221ai_1: 292
o22ai_1: 218
==> stage by stage <==
step / setup slack (ns) / cell area [um2] / power [mW] / util, %
3_3_place_gp: 132.50 / 337000 / 2.37 / 31.8
4_1_cts: 131.27 / 363000 / 4.01 / 34.3
6_report: 131.45 / 363000 / 3.99 / 34.3
2_1_floorplan: 139.28 / 319000 / 2.27 / -
5_1_grt: 130.56 / 363000 / 4.09 / 34.3
3_5_place_dp: 132.54 / 337000 / 2.37 / 31.8
==> area by class of cell <==
cell class                 instances  area [um2]
antenna                          127         318
timing repair buffer             773        6180
fill                           96700      697000
clock inverter                   477        4520
sequential                      8202      246000
clock buffer                    1017       21100
inverter                           7        51.3
tap                            14100       17600
multi-input combinational       6017       67400
==> layer usage <==
layer  track usage [%]  vias up  part of all wire (%)
li1                  -    65200                     -
met1              18.2    80100                    30
met2              26.3     9601                    46
met3              16.0     1843                    19
met4              7.41      154                   4.9
met5              1.80        -                  0.36
==> power by group through the flow <==
stage | sequential (mW) | clock (mW) | combinational, mW
4_1_cts | 2.13 | 1.68 | 0.200
6_report | 2.13 | 1.66 | 0.200
5_1_grt | 2.13 | 1.75 | 0.211
Power and IR drop assume default switching activity.
